File: run.sh
#!/bin/bash
# OpenROAD 26Q1-2900-gdf79404cd8, Yosys 0.63+post, stock flow scripts
make -C /OpenROAD-flow-scripts/flow DESIGN_CONFIG=/design/flow/config.mk WORK_HOME=/design/flow/orfs finish
File: design.v
`timescale 1ns / 1ps
module EXSegReg(
    input wire clk,
    input wire en,
    input wire clear,
    input wire [31:0] PCD,
    output reg [31:0] PCE, 
    input wire [31:0] JalNPC,
    output reg [31:0] BrNPC, 
    input wire [31:0] ImmD,
    output reg [31:0] ImmE,
    input wire [4:0] RdD,
    output reg [4:0] RdE,
    input wire [4:0] Rs1D,
    output reg [4:0] Rs1E,
    input wire [4:0] Rs2D,
    output reg [4:0] Rs2E,
    input wire [31:0] RegOut1D,
    output reg [31:0] RegOut1E,
    input wire [31:0] RegOut2D,
    output reg [31:0] RegOut2E,
    input wire JalrD,
    output reg JalrE,
    input wire [2:0] RegWriteD,
    output reg [2:0] RegWriteE,
    input wire MemToRegD,
    output reg MemToRegE,
    input wire [3:0] MemWriteD,
    output reg [3:0] MemWriteE,
    input wire LoadNpcD,
    output reg LoadNpcE,
    input wire [1:0] RegReadD,
    output reg [1:0] RegReadE, 
    input wire [2:0] BranchTypeD,
    output reg [2:0] BranchTypeE,
    input wire [4:0] AluContrlD,
    output reg [4:0] AluContrlE,
    input wire AluSrc1D,
    output reg AluSrc1E,
    input wire [1:0] AluSrc2D,
    output reg [1:0] AluSrc2E
    );
    initial begin
        PCE        = 32'b0; 
        BrNPC      = 32'b0; 
        ImmE       = 32'b0;
        RdE        = 32'b0;
        Rs1E       = 5'b0;
        Rs2E       = 5'b0;
        RegOut1E   = 32'b0;
        RegOut2E   = 32'b0;
        JalrE      = 1'b0;
        RegWriteE  = 1'b0;
        MemToRegE  = 1'b0;
        MemWriteE  = 1'b0;
        LoadNpcE   = 1'b0;
        RegReadE   = 2'b00;
        BranchTypeE = 3'b0;
        AluContrlE = 5'b0;
        AluSrc1E   = 1'b0; 
        AluSrc2E   = 2'b0; 
    end
    always@(posedge clk) begin
        if(en)
            if(clear)
                begin
                PCE<=32'b0; 
                BrNPC<=32'b0; 
                ImmE<=32'b0;
                RdE<=32'b0;
                Rs1E<=5'b0;
                Rs2E<=5'b0;
                RegOut1E<=32'b0;
                RegOut2E<=32'b0;
                JalrE<=1'b0;
                RegWriteE<=1'b0;
                MemToRegE<=1'b0;
                MemWriteE<=1'b0;
                LoadNpcE<=1'b0;
                RegReadE<=2'b00;
                BranchTypeE = 3'b0;
                AluContrlE<=5'b0;
                AluSrc1E<=1'b0; 
                AluSrc2E<=2'b0;     
            end else begin
                PCE<=PCD; 
                BrNPC<=JalNPC; 
                ImmE<=ImmD;
                RdE<=RdD;
                Rs1E<=Rs1D;
                Rs2E<=Rs2D;
                RegOut1E<=RegOut1D;
                RegOut2E<=RegOut2D;
                JalrE<=JalrD;
                RegWriteE=RegWriteD;
                MemToRegE<=MemToRegD;
                MemWriteE<=MemWriteD;
                LoadNpcE<=LoadNpcD;
                RegReadE<=RegReadD;
                BranchTypeE = BranchTypeD;
                AluContrlE<=AluContrlD;
                AluSrc1E<=AluSrc1D;
                AluSrc2E<=AluSrc2D;         
            end
        end
endmodule
File: config.mk
export PLATFORM = sky130hd
export DESIGN_NAME = EXSegReg
export DESIGN_NICKNAME = EXSegReg
export VERILOG_FILES = /design/flow/design.v
export SDC_FILE = /design/flow/constraint.sdc
export NUM_CORES = 4
export LEC_CHECK = 1
export CORE_AREA = 10 10 218 218
export DIE_AREA = 0 0 228 228
File: constraint.sdc
current_design EXSegReg

set clk_period 1.0
set clk_io_pct 0.2

create_clock -name clk0 -period $clk_period [get_ports {clk}]

set non_clock_inputs [all_inputs -no_clocks]
set_input_delay [expr $clk_period * $clk_io_pct] -clock clk0 $non_clock_inputs
set_output_delay [expr $clk_period * $clk_io_pct] -clock clk0 [all_outputs]
==> Implementation_results.wiki <==
== Flow metrics ==
{| class="wikitable"
! Metric !! Value
|-
| Synth-to-layout area growth || 61.8%
|-
| Arrival time worst endpoint || roughly 1200 ps
|-
| Max-capacitance violation count || 0
|-
| Chip Area || between 0.05 and 0.06 mm^2
|-
| Wire length of the first global-routing pass || 36.6 mm
|-
| Total number of placement rows || ~76
|-
| Setup repair after global routing missed its margin || yes
|-
| Via count of the first global-routing pass || roughly 5300
|-
| Pre-Repair DR Iteration Count || 4
|-
| TritonCTS buffer count || 17
|-
| Violations in the final reports || negative setup slack
|-
| Post-synth regs || about 200
|-
| Root buf cell || sky130_fd_sc_hd__clkbuf_16
|-
| DRC Markers || 0
|-
| Pin count of the biggest net entering global routing || just over 50
|-
| Worst hold slack after final layout || 96.1 ps
|-
| Number of antenna violations at the first check in global routing || 6
|-
| Number of cells produced by synthesis || ~420
|-
| Die X || 228 um
|-
| H-tree depth || 4
|-
| Final Max Slew Viols || 0
|-
| Drt wl/cell || roughly 17 um
|-
| Tally of OpenROAD warnings || 27
|-
| Initial Util || about 18%
|-
| Time the final worst path needs with I/O delays and setup || roughly 1400 ps
|-
| Detail Route Antenna Nets || 0
|-
| Finish-stage setup viols || 198
|-
| I/O Pins || roughly 400
|-
| Gp weighted congestion || 0.791
|-
| Sum of negative setup slack || -32370 ps
|-
| Fraction of final layout cells sized beyond drive strength 1 || a little over two fifths
|-
| Final-report hold violation count || 0
|-
| Yosys synthesis warning count || 1
|-
| Post-synthesis average cell area || approximately 18 um^2
|-
| Status || complete, but fails checks
|-
| Max Root-Sink Buffers || 2
|-
| Worst setup slack before clock tree synthesis || -285 ps
|-
| Achievable clock frequency || just over 700 MHz
|-
| Final WS setup || -375 ps
|-
| Max incr delay on CP || approximately 520 ps
|-
| Sequential element share of the synthesized area || between 70% and 80%
|-
| Cell area after placement || 0.0127 mm^2
|-
| Worst path buffer plus inverter count || 1
|-
| Endpoint class of the critical path || primary output
|-
| Via total after detailed routing || slightly below 5000
|-
| Crit path max-delay family || flip-flops
|-
| Data required time of the worst path || roughly 800 ps
|-
| P_leak || roughly 0.0046 uW
|-
| Drt via density || about 3.4
|-
| Filler cell count || approximately 4400
|-
| Total congestion overflow after global routing || 0
|-
| Critical Setup Path Class || flip-flop to primary output
|-
| Cell breakdown of the critical path || buf_2
|-
| Slew Limit Headroom || 79.1%
|-
| Clock tree from TritonCTS || yes
|-
| Vertical extent of the die || 228 um
|-
| Slew at the pin closest to its max-slew limit || between 300 and 400 ps
|-
| Clk sink count || a little under 200
|-
| Hold Buf Count CTS || 0
|-
| Cell area after layout || 0.0123 mm^2
|-
| Total global-route track usage || 9.74%
|-
| Core footprint || 0.0429 mm^2
|-
| Most common logic cells in the final layout || 198 x sky130_fd_sc_hd__edfxtp_1, 198 x sky130_fd_sc_hd__clkdlybuf4s50_1, 198 x sky130_fd_sc_hd__buf_2
|-
| Post-Syn Area || roughly 0.0076 mm^2
|-
| Clock input transition at the sequential cells of the worst setup and hold paths || about 80 ps
|-
| Setup crit start kind || flip-flop
|-
| Count of routing violations after the opening detailed-route iteration || approximately 150
|-
| Count of cell types in the netlist || 5
|-
| Post-synthesis cell count from yosys || ~420
|-
| Worst supply voltage drop on vdd || ~0.99 mV
|-
| Crit path max-delay cell type || sky130_fd_sc_hd__edfxtp_1
|-
| Routed wire length || 25.3 mm
|-
| Period utilisation layout || 137%
|-
| Hold WC Path Type || input pin to flip-flop
|-
| PD cells || around 1600 mW/mm^2
|-
| Count of input and output buffers || around 400
|-
| DP HPWL || 20.4 mm
|-
| Chip area estimate from yosys synthesis || approximately 0.0076 mm^2
|-
| Biggest fanout along the worst timing path || 1
|}
[cells in the mapped netlist (all sizes together)]
library cell | instances | area, um^2
edfxtp | 198 | 5950
nor2b | 198 | 1460
buf | 22 | 204
[layout make-up]
cell class	count	area [um^2]	area share (%)
multi-input combinational	198	1460	11.9
sequential	198	5950	48.3
antenna	1	2.50	0.0203
tap	585	732	5.94
clock buffer	17	425	3.45
clock inverter	15	163	1.32
timing repair buffer	449	3580	29.1
[cells by family (layout without fill, tap and decap cells)]
group,after synthesis,count (layout),share of synthesized area [%]
buf+inv,22,481,2.68
flops,198,198,78.1
other cells,0,1,0
simple gates,198,198,19.2
[timing repair]
action,4_1_cts,5_1_grt
gates resized,670,0
setup buffers,0,0
endpoints found under the hold margin,0,0
endpoints found under the setup margin,198,198
[metrics by stage]
stage	cells	power [uW]	utilization, %
floorplan	418	10500	-
finish	1463	19200	28.7
CTS	1462	19600	28.7
detailed placement	1430	13200	29.7
global placement	1430	13200	29.7
global route	1462	20100	28.7
[worst paths after layout]
check | startpoint | end | slack, ps | cells after the start
worst min-delay path | clear | RegOut1E[23] | 100 | 2
worst max-delay path | BrNPC[18] | BrNPC[18] | -370 | 1
[per-layer routing]
layer	GRT usage, %	share of wire (%)
met5	0	0.27
met4	1.25	1.6
met3	5.56	12
met2	15.4	47
met1	11.9	39
[registers in the layout (all words and copies together) (netlist names), 4 cells and up]
| register | count |
|---|---|
| AluContrlE | 5 |
| BrNPC | 32 |
| ImmE | 32 |
| MemWriteE | 4 |
| PCE | 32 |
| RdE | 5 |
| RegOut1E | 32 |
| RegOut2E | 32 |
| Rs1E | 5 |
| Rs2E | 5 |
[report_power, final]
part / total [uW] / switching (uW) / internal [uW]
Combinational: 2300 / 781 / 1520
Sequential: 10000 / 168 / 9850
Clock: 6870 / 3330 / 3540
Total: 19200 / 4280 / 14900
Power figures rest on the tool's default switching activity, not on a simulated workload.
