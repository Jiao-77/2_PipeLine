==> ./design.v <==
`timescale 1ns / 1ps
module RegisterFile(
    input wire clk,
    input wire rst,
    input wire WE3,
    input wire [4:0] A1,
    input wire [4:0] A2,
    input wire [4:0] A3,
    input wire [31:0] WD3,
    output wire [31:0] RD1,
    output wire [31:0] RD2
    );
    reg [31:0] RegFile[31:1];
    integer i;
    always@(negedge clk or posedge rst) 
    begin 
        if(rst)                                 for(i=1;i<32;i=i+1) RegFile[i][31:0]<=32'b0;
        else if( (WE3==1'b1) && (A3!=5'b0) )    RegFile[A3]<=WD3;   
    end
    assign RD1= (A1==5'b0)?32'b0:RegFile[A1];
    assign RD2= (A2==5'b0)?32'b0:RegFile[A2];
endmodule
==> ./run.sh <==
#!/bin/bash
# OpenROAD 26Q1-2900-gdf79404cd8, Yosys 0.63+post, stock flow scripts
make -C /OpenROAD-flow-scripts/flow DESIGN_CONFIG=/design/flow/config.mk WORK_HOME=/design/flow/orfs finish
==> ./config.mk <==
export PLATFORM = sky130hd
export DESIGN_NAME = RegisterFile
export DESIGN_NICKNAME = RegisterFile
export VERILOG_FILES = /design/flow/design.v
export SDC_FILE = /design/flow/constraint.sdc
export NUM_CORES = 4
export LEC_CHECK = 1
export CORE_UTILIZATION = 40
==> ./constraint.sdc <==
current_design RegisterFile

set clk_period 8.0
set clk_io_pct 0.2

create_clock -name clk0 -period $clk_period [get_ports {clk}]

set non_clock_inputs [all_inputs -no_clocks]
set_input_delay [expr $clk_period * $clk_io_pct] -clock clk0 $non_clock_inputs
set_output_delay [expr $clk_period * $clk_io_pct] -clock clk0 [all_outputs]
==> run summary <==
Results of an implementation run.

The warning count from the yosys run is 2. The count of endpoints failing setup in the final report is 1. The highest cell delay on the worst timing path is 0.37 ns. After layout, the design draws a total of 14.9 mW. The clock tree skew after final layout is 0 ns. The via count of the first global-routing pass was 46757. The worst-path maximum fanout is 3.

The area enclosed by the die boundary is 0.132 sq mm. The vertical extent of the die is 363 um. TritonCTS built the clock tree. The global routing usage summed across all routing layers is 0.434. The number of hold violations in the final report is 0. At the later pin of the worst-skew pair, clock insertion delay measures 0.69 ns. The die span in x is 363 um. The total number of warnings across the stage logs is 31.

The launching element of the worst setup path is RegFile[29][31]. The fraction of layout cells with a size suffix above 1 is 0.361. The average size of a mapped cell is 11.1 sq um. Relative to the synthesized area, the layout overhead comes to 19.4%. The number of flip-flops under the largest register name is 992. Excluding fillers, the count of instances in the completed layout stands at 6618. The data arrival time at the worst-slack endpoint is 6.42 ns. The final worst-path setup slack is -0.0164 ns. The detailed-route vias per instance is 7.22. The fraction of registers with async set/reset is 1.00.

Across the run, the number of max-cap violations was 0. In this run the remaining antenna-violating nets after routing total 0. The number of top-level pins is 114. The endpoint of the worst register-to-register path is RegFile[4][2]. Per the post-synthesis report, the number of cells in the design is 4689.

The placeable core region is 0.129 sq mm. The number of fill cells in the layout is 11445. The floorplan row count is 132.

Per the placement log, port buffering inserted 113 buffers. The final weighted congestion of routability-driven global placement is 1.05. The post-synthesis sequential element count is 992. The cell sequence reported for the critical path is mux2_2, a22oi_2, nor2_1, a2111oi_4, buf_4, a31oi_4, clkbuf_2. After global routing the overflow that remains totals 0. The count of library flops with an enable pin is 0. Ranking logic cells in the layout by count gives the top entries sky130_fd_sc_hd__dfrtn_1, sky130_fd_sc_hd__mux2_2, sky130_fd_sc_hd__nand3_1.

The number of sinks driven by the clock tree is 992. In the hold report, the worst path ends at RegFile[24][17]. The beginning of the worst hold path is RegFile[24][17]. The number of cells in the yosys synthesis report is 4689. The type of the worst setup path is reg -> out. The capturing element type of the critical path is an output pin.

Per STA, the worst path accumulates the most delay in the family AND-OR/OR-AND gates. The clock transition at the registers of the reported paths is 0.05 ns. The library cell used most frequently in the layout, excluding fill and tap cells, is sky130_fd_sc_hd__dfrtn_1. The number of clock buffers added by TritonCTS is 109.

The number of placed instances with taps included is 6372. The leakage component of the power is 26.7 nW. Measured against its own limit, the worst slew margin works out to 0.336. The routed wire length is 276 mm. The first-pass detailed-route iteration total is 9.

The number of pins with negative max-slew slack in the final report is 0. Per the detail_route report, the via count comes to 47779. Entering global routing, the biggest net connects 101 pins. No sink is reached through more buffers than the 3 on the longest clock path. The placed wire-length estimate after detailed placement is 169 mm. Per the detail_route report, DRC violations left total 0.

The yosys-reported design area after synthesis is 0.0521 sq mm. Looking at the max-slew report, the worst-margin pin has a slew of 0.996 ns. Per the CTS log, the root buffer master is sky130_fd_sc_hd__clkbuf_16. The initial antenna violation count is 22. The initial detailed-routing violation count is 5839. Looking at the cell usage after synthesis, the top flip-flop cell is sky130_fd_sc_hd__dfrtn_1. The register ranked first by flip-flop count is RegFile. Across the VDD grid, the largest voltage drop is 0.171 mV. The depth of the worst hold-timing path is 1. For the worst setup path, the data required time is 6.40 ns. For this sky-water flow run, the detailed-routed wirelength per cell is reported as 41.7 um. The critical path buffer and inverter count is 2. The setup check on the worst reg-to-reg path leaves a slack of 7.06 ns. Per the CTS log, the maximum H-tree level is 3. In the final layout, the registers with the most flip-flops are RegFile: 992 flops. After clock tree synthesis, the flow added hold-fix buffers numbering 0.

Summing every instance area after synthesis gives 0.0521 sq mm. The power density over the cells is 240 mW/mm^2. The launch point of the worst reg-to-reg path is RegFile[4][2]. The initial core utilization is 0.403.

Setup repair after global routing could not meet its margin everywhere. Note that the worst hold path type here is reg -> reg. The utilization after layout is 0.481. The first global-routing pass estimated 380 mm of wire. The critical path startpoint category is a flop. The sequential-to-total area share from yosys stat is 0.476. The critical-path cell with the highest stage delay is sky130_fd_sc_hd__dfrtn_1. The number of distinct standard cells referenced by the synthesized netlist is 75.

The checks that failed: negative setup slack. The flow ran to the end, but the final reports show violations. The report puts the cell count of the worst reg-to-reg path at 1.
[report_power, final]
group          switching [mW]  internal, mW  total [mW]
registers               0.931          6.09        7.02
logic                    1.17          1.15        2.33
clock network            2.24          3.34        5.58
total                    4.35          10.6        14.9
[worst max path at each step]
stage | to | cells after the start
4_1_cts | RD1[31] | 7
5_1_grt | RD1[31] | 7
6_report | RD1[31] | 7
[metal layers]
metal / share of wire / wire, um / GRT usage
met4: 0.088 / 24400 / 0.275
met1: 0.34 / 94200 / 0.541
met5: 0.0018 / 484 / 0.0182
met2: 0.39 / 108000 / 0.562
met3: 0.18 / 48700 / 0.274
[cell families after synthesis]
logic type	share of synthesized area
compound gates	0.102
buf+inv	0.0463
flops	0.476
mux	0.214
simple gates	0.161
[repair_timing]
item                       in CTS  in global routing
pin swaps                      97                 38
setup endpoints to repair      49                 31
resized                       187                 56
buffers inserted               30                  4
[cell type report]
| cell class | instances | area [sq um] | area share |
|---|---|---|---|
| multi-input combinational | 3153 | 26200 | 0.422 |
| sequential | 992 | 24800 | 0.399 |
| timing repair buffer | 505 | 4960 | 0.0798 |
| clock buffer | 160 | 3270 | 0.0526 |
| tap | 1742 | 2180 | 0.0350 |
| clock inverter | 44 | 653 | 0.0105 |
| inverter | 14 | 56.3 | 0.000905 |
| antenna | 8 | 20.0 | 0.000322 |
[stage by stage]
| stage | hold slack, ns | TNS (ns) | cell area, sq um | setup WS (ns) |
|---|---|---|---|---|
| global route | 0.485 | -0.0274 | 62200 | -0.0152 |
| finish | 0.464 | -0.0164 | 62200 | -0.0164 |
| global placement | 0.455 | -0.00904 | 57100 | -0.00904 |
| detailed placement | 0.461 | 0 | 57100 | 0.0789 |
| CTS | 0.463 | -0.153 | 61900 | -0.108 |
| floorplan | 0.431 | - | 52100 | -10.89 |
[synthesized netlist by cell type (5+ instances only)]
master                      number  area (sq um)
sky130_fd_sc_hd__dfrtn_1       992         24800
sky130_fd_sc_hd__mux2_2        937         10600
sky130_fd_sc_hd__nand3_1       696          3480
sky130_fd_sc_hd__a22oi_1       348          2610
sky130_fd_sc_hd__clkbuf_1      241           905
sky130_fd_sc_hd__and3_1        212          1330
sky130_fd_sc_hd__nand4_1       206          1290
sky130_fd_sc_hd__buf_2         196           981
sky130_fd_sc_hd__a21oi_1        81           405
sky130_fd_sc_hd__buf_1          69           259
sky130_fd_sc_hd__nand2_1        62           233
sky130_fd_sc_hd__a31oi_1        61           382
sky130_fd_sc_hd__mux2_1         50           563
sky130_fd_sc_hd__and4_1         49           429
sky130_fd_sc_hd__a222oi_1       46           460
sky130_fd_sc_hd__nor4_1         45           282
sky130_fd_sc_hd__a2111oi_0      44           385
sky130_fd_sc_hd__nor2_1         34           128
sky130_fd_sc_hd__and2_1         33           206
sky130_fd_sc_hd__a22o_1         32           280
sky130_fd_sc_hd__nor3_1         22           110
sky130_fd_sc_hd__o21ai_0        15          75.1
sky130_fd_sc_hd__o31a_1         14           123
sky130_fd_sc_hd__inv_1          13          48.8
sky130_fd_sc_hd__buf_6          12           135
sky130_fd_sc_hd__nor2b_1        12          75.1
sky130_fd_sc_hd__a2111oi_2      10           150
sky130_fd_sc_hd__nand4b_1       10          87.6
sky130_fd_sc_hd__a221o_1         9          90.1
sky130_fd_sc_hd__o2111ai_1       9          78.8
sky130_fd_sc_hd__buf_4           8          60.1
sky130_fd_sc_hd__and3b_1         6          52.6
sky130_fd_sc_hd__nand2b_1        6          37.5
sky130_fd_sc_hd__nand3b_1        6          45.0
sky130_fd_sc_hd__nor2_2          6          37.5
sky130_fd_sc_hd__nor3_2          6          60.1
sky130_fd_sc_hd__nor3b_1         6          45.0
sky130_fd_sc_hd__or2_2           5          31.3
Power figures rest on the tool's default switching activity, not on a simulated workload.
