## /design/flow/config.mk

```make
export PLATFORM = sky130hd
export DESIGN_NAME = ALU
export DESIGN_NICKNAME = ALU
export VERILOG_FILES = /design/flow/design.v
export SDC_FILE = /design/flow/constraint.sdc
export NUM_CORES = 4
export LEC_CHECK = 1
export CORE_UTILIZATION = 30
```

## /design/flow/constraint.sdc

```tcl
current_design ALU

set clk_period 22.2
set clk_io_pct 0.2

create_clock -name clk0 -period $clk_period

set non_clock_inputs [all_inputs -no_clocks]
set_input_delay [expr $clk_period * $clk_io_pct] -clock clk0 $non_clock_inputs
set_output_delay [expr $clk_period * $clk_io_pct] -clock clk0 [all_outputs]
```

## /design/flow/design.v

```verilog
`timescale 1ns / 1ps
`timescale 1ns / 1ps
module ALU(
    input wire [31:0] Operand1,
    input wire [31:0] Operand2,
    input wire [3:0] AluContrl,
    output reg [31:0] AluOut
    );
    always @(*) begin
        case (AluContrl)
            4'd0:  AluOut = Operand1 << Operand2[4:0];
            4'd1:  AluOut = Operand1 >> Operand2[4:0];
            4'd2:  AluOut = $signed(Operand1) >>> Operand2[4:0];
            4'd3:  AluOut = Operand1 + Operand2;
            4'd4:  AluOut = Operand1 - Operand2;
            4'd5:  AluOut = Operand1 ^ Operand2;
            4'd6:   AluOut = Operand1 | Operand2;
            4'd7:  AluOut = Operand1 & Operand2;
            4'd8:  AluOut = ($signed(Operand1) < $signed(Operand2)) ? 32'b1 : 32'b0;
            4'd9: AluOut = (Operand1 < Operand2) ? 32'b1 : 32'b0;
            4'd10:  AluOut = Operand2;
            default: AluOut = 32'bx;
        endcase
    end
endmodule
```

## /design/flow/run.sh

```bash
#!/bin/bash
# OpenROAD 26Q1-2900-gdf79404cd8, Yosys 0.63+post, stock flow scripts
make -C /OpenROAD-flow-scripts/flow DESIGN_CONFIG=/design/flow/config.mk WORK_HOME=/design/flow/orfs finish
```

==> notes.md <==
run results: status=completed, total wire length=~44000 um, Slew @ Worst Pin=between 900 and 1000 ps, yosys stat chip area=approximately 9000 um2, fp_density=between 30 and 40%, wire length per cell=between 20 and 30 um, crit-path max FO=33, drt first-iter violations=1277, grt ovf=0, top cells by count=nor2_1, a21oi_1, nand2_1, HPWL Detailed=about 34000 um, Critical Path Slowest Stage Cell=a21oi_1, Tot GR Track Use=29.2%, Buffers on Ports=about 100, Final min period=approximately 13000 ps, post-cts sizing count=0, kind of critical path=in2out, worst vdd ir=between 9 and 10 uV, combinational share of power=100.0%, achievable frequency=~0.074 GHz, Mapped Cells=1334, core area=slightly below 30000 um2, vias in the first global route=between 10000 and 15000, Layout area overhead=13.6%, worst setup margin=8720 ps, register area=0 um2, max cap viols=0, Fin Hold WS=between 10000 and 15000 ps, antenna cell count=0, initial antenna violation count=0, top cells by area, synth=ha_1, a21oi_1, mux4_2, mux2i_1, nor2_1, setup_tns=0 ps, Net Switching=0.164 mW, Leakage Power=4.13 nW, Power Density=between 20 and 30 nW/um2, Seq pwr share=0%, tool warnings=between 100 and 150, crit path DAT=approximately 9000 ps, share of cells above drive strength 1=between 5 and 6%, max-slew violations=0, yosys warns=1, antenna-violating nets left=0, yosys stat cell total=approximately 1300, CP max stage delay=490 ps, average size of a mapped cell=around 6.6 um2, Max-area cell share=between 10% and 20%, Hold Vio Cnt, Final=0, Critical Path End Type=output pin, Die X-Extent=between 150 and 200 um, CTS Hold Buffers Added=0, Finished Cell Area=10000 um2, most frequent cell after synthesis=nor2_1, DRC=0, synth unique cells=around 80, synthesized cell area=~9000 um2, Flops=0, Pint=around 0.10 mW, gpl congestion=roughly 1.0, First-pass DRT Iterations=8, Critical Path, Cell by Cell=clkdlybuf4s50_1 -> buf_4 -> clkinv_1 -> buf_4 -> ha_1 -> nor2b_1 -> a211oi_1 -> o21ai_1 -> a22oi_2 -> a21oi_1 -> a221oi_2 -> a21oi_1 -> a41oi_1 -> or3_1 -> clkdlybuf4s50_1, Seq share, synth=0%, worst min path class=in2out, Worst setup SP type=input pin, crit path buf inv count=5, placed standard-cell area=about 10000 um2, CP delay by family, top=AND-OR/OR-AND gates, RSZ-0062 raised after global routing=false, Synth area leader=ha_1, setup violators final=0, Worst Path Required=roughly 18000 ps, drt via density=6.29, I/O pins=roughly 100, pre-CTS WS=a little under 9000 ps, Die ar.=~30000 um2, largest net degree at the start of global routing=around 63, Sw Ratio=between 60% and 70%, Tcrit/Tclk final=around three fifths, Row Count=between 60 and 70, DR vias=about 11000, Die Y=174 um, clock share of power=0%, Clock Buffer Count=0, post-CTS setup buffers=0, Max-slew headroom=around a third, first-pass GRT wire length=between 60000 and 70000 um
==> power groups by stage <==
stage | Combinational [mW] | Clock (mW) | Sequential [mW]
5_1_grt | 0.289 | 0 | 0
6_report | 0.268 | 0 | 0
4_1_cts | 0.263 | 0 | 0
==> final cells by class <==
| cell class | count | area (um2) |
|---|---|---|
| fill | 3158 | 18800 |
| multi-input combinational | 1131 | 8040 |
| timing repair buffer | 122 | 1150 |
| tap | 384 | 480 |
| inverter | 100 | 375 |
==> final timing paths <==
kind        start         to  slack [ps]  cells after the start
min   Operand2[3]  AluOut[2]       10090                      4
max   Operand2[4]  AluOut[0]        8720                     15
==> logic make-up (layout without fill, tap and decap cells) <==
group | count (synthesis) | after routing | synth area share [%]
simple gates | 413 | 413 | 21.3
xor+xnor | 7 | 7 | 0.694
compound gates | 507 | 507 | 38.5
mux | 95 | 95 | 14.6
fa+ha+maj | 109 | 109 | 15.6
buf+inv | 203 | 222 | 9.30
==> per-layer routing <==
layer | global-route usage (%) | share of wire [%]
met4 | 7.82 | 3.4
met1 | 43.6 | 44
met3 | 5.39 | 9.8
met2 | 42.9 | 42
met5 | 0 | 0
==> cell usage in the layout (no fill, tap or decap), drive strengths merged, types with 26 or more instances in the layout <==
cell type	synthesis	final
inv	99	99
o21ai	97	97
ha	107	107
nand2	123	123
mux4	26	26
nor2	149	149
nor3	26	26
a211oi	34	34
buf	42	26
clkdlybuf4s50	0	96
a21oi	135	135
mux2i	56	56
==> metrics by stage <==
| stage | util, % | cells | total power, mW |
|---|---|---|---|
| finish | 34.8 | 1737 | 0.268 |
| global route | 34.8 | 1737 | 0.289 |
| CTS | 34.8 | 1737 | 0.263 |
| detailed placement | 34.8 | 1737 | 0.261 |
| global placement | 34.8 | 1737 | 0.264 |
| floorplan | - | 1334 | 0.157 |
No activity file was given, so power comes from the tool's default toggle rates.
